===== flow/constraint.sdc =====
current_design fsub

set clk_period 15.0
set clk_io_pct 0.2

create_clock -name clk0 -period $clk_period [get_ports {clk}]

set non_clock_inputs [all_inputs -no_clocks]
set_input_delay [expr $clk_period * $clk_io_pct] -clock clk0 $non_clock_inputs
set_output_delay [expr $clk_period * $clk_io_pct] -clock clk0 [all_outputs]

===== flow/run.sh =====
#!/bin/bash
# OpenROAD 26Q1-2900-gdf79404cd8, Yosys 0.63+post, stock flow scripts
make -C /OpenROAD-flow-scripts/flow DESIGN_CONFIG=/design/flow/config.mk WORK_HOME=/design/flow/orfs finish

===== flow/design.v =====
module fadd(input logic clk,
            input logic [31:0] x1,
            input logic [31:0] x2,
            output logic [31:0] y
    );
    logic big;
    assign big=(x1[30:23]==x2[30:23])? ((x1[22:0]>=x2[22:0])? 1'b1 : 1'b0) : ((x1[30:23]>x2[30:23])? 1'b1 : 1'b0);
    logic calc;
    logic s1;
    logic s2;
    logic [7:0] e1;
    logic [7:0] e2;
    logic [24:0] x1_m;
    logic [24:0] x2_m;
    assign x1_m={2'b01,x1[22:0]};
    assign x2_m={2'b01,x2[22:0]};
    logic [24:0] big_x;
    logic [24:0] small_x;
    logic [24:0] m2;
    always_comb begin
        if(m2[24]==1'b1) begin
                y={s2,e2+8'd1,m2[23:1]};
        end else if(m2[23]==1'b1) begin
                y={s2,e2,m2[22:0]};
        end else if(m2[22]==1'b1) begin
                y=(e2>8'd1)? {s2,e2-8'd1,m2[21:0],1'd0} : 32'd0;
        end else if(m2[21]==1'b1) begin
                y=(e2>8'd2)? {s2,e2-8'd2,m2[20:0],2'd0} : 32'd0;
        end else if(m2[20]==1'b1) begin
                y=(e2>8'd3)? {s2,e2-8'd3,m2[19:0],3'd0} : 32'd0;
        end else if(m2[19]==1'b1) begin
                y=(e2>8'd4)? {s2,e2-8'd4,m2[18:0],4'd0} : 32'd0;
        end else if(m2[18]==1'b1) begin
                y=(e2>8'd5)? {s2,e2-8'd5,m2[17:0],5'd0} : 32'd0;
        end else if(m2[17]==1'b1) begin
                y=(e2>8'd6)? {s2,e2-8'd6,m2[16:0],6'd0} : 32'd0;
        end else if(m2[16]==1'b1) begin
                y=(e2>8'd7)? {s2,e2-8'd7,m2[15:0],7'd0} : 32'd0;
        end else if(m2[15]==1'b1) begin
                y=(e2>8'd8)? {s2,e2-8'd8,m2[14:0],8'd0} : 32'd0;
        end else if(m2[14]==1'b1) begin
                y=(e2>8'd9)? {s2,e2-8'd9,m2[13:0],9'd0} : 32'd0;
        end else if(m2[13]==1'b1) begin
                y=(e2>8'd10)? {s2,e2-8'd10,m2[12:0],10'd0} : 32'd0;
        end else if(m2[12]==1'b1) begin
                y=(e2>8'd11)? {s2,e2-8'd11,m2[11:0],11'd0} : 32'd0;
        end else if(m2[11]==1'b1) begin
                y=(e2>8'd12)? {s2,e2-8'd12,m2[10:0],12'd0} : 32'd0;
        end else if(m2[10]==1'b1) begin
                y=(e2>8'd13)? {s2,e2-8'd13,m2[9:0],13'd0} : 32'd0;
        end else if(m2[9]==1'b1) begin
                y=(e2>8'd14)? {s2,e2-8'd14,m2[8:0],14'd0} : 32'd0;
        end else if(m2[8]==1'b1) begin
                y=(e2>8'd15)? {s2,e2-8'd15,m2[7:0],15'd0} : 32'd0;
        end else if(m2[7]==1'b1) begin
                y=(e2>8'd16)? {s2,e2-8'd16,m2[6:0],16'd0} : 32'd0;
        end else if(m2[6]==1'b1) begin
                y=(e2>8'd17)? {s2,e2-8'd17,m2[5:0],17'd0} : 32'd0;
        end else if(m2[5]==1'b1) begin
                y=(e2>8'd18)? {s2,e2-8'd18,m2[4:0],18'd0} : 32'd0;
        end else if(m2[4]==1'b1) begin
                y=(e2>8'd19)? {s2,e2-8'd19,m2[3:0],19'd0} : 32'd0;
        end else if(m2[3]==1'b1) begin
                y=(e2>8'd20)? {s2,e2-8'd20,m2[2:0],20'd0} : 32'd0;
        end else if(m2[2]==1'b1) begin
                y=(e2>8'd21)? {s2,e2-8'd21,m2[1:0],21'd0} : 32'd0;
        end else if(m2[1]==1'b1) begin
                y=(e2>8'd22)? {s2,e2-8'd22,m2[0],22'd0} : 32'd0;
        end else if(m2[0]==1'b1) begin
                y=(e2>8'd23)? {s2,e2-8'd23,23'd0} : 32'd0;
        end else begin
                y=32'd0;
        end    
    end
    always@(posedge clk) begin
        s1<=(big)? x1[31] : x2[31];
        e1<=(big)? x1[30:23] : x2[30:23];
        calc<=x1[31]^x2[31];
        big_x<=(big)? ((x1[30:23]==8'd0)? 24'd0 : x1_m) : ((x2[30:23]==8'd0)? 24'd0 : x2_m);
        small_x<=(big)? ((x2[30:23]==8'd0)? 24'd0 : x2_m>>(x1[30:23]-x2[30:23])) : ((x1[30:23]==8'd0)? 24'd0 : x1_m>>(x2[30:23]-x1[30:23]));
        s2<=s1;
        e2<=e1;
        m2<=(calc)? (big_x-small_x) : (big_x+small_x);
    end
endmodule
module fsub(input logic clk,
            input logic [31:0] x1,
            input logic [31:0] x2,
            output logic [31:0] y);
    logic [31:0] x2_sub;
    assign x2_sub={~x2[31],x2[30:0]};
    fadd uut(.clk(clk),.x1(x1),.x2(x2_sub),.y(y));
endmodule

===== flow/config.mk =====
export PLATFORM = sky130hd
export DESIGN_NAME = fsub
export DESIGN_NICKNAME = fsub
export VERILOG_FILES = /design/flow/design.v
export SDC_FILE = /design/flow/constraint.sdc
export NUM_CORES = 4
export LEC_CHECK = 1
export CORE_UTILIZATION = 40

==> flow_summary.json <==
{
  "final_area_um2": 15800,
  "cpMaxStageDelayCell": "o31ai_1",
  "final_common_cell": "nand2_1",
  "hp-start": "uut.e1[2]$_DFF_P_",
  "reg2regPathDepth": 16,
  "n_fill_cell": 3566,
  "yosysUniqueCellTypes": 83,
  "vias": 17100,
  "p_clk_frac": 0.062,
  "htree_levels": 3,
  "final_cell_mix": "236 x nand2_1, 235 x a21oi_1, 131 x nor2_1",
  "clock.fmax_ghz": 0.118,
  "fp_util": 0.410,
  "hpwl_mm": 46.8,
  "cts-buffers-inserted": 9,
  "drt_iter0_markers": 2310,
  "fp.dieW_um": 191,
  "syn-cell-area_um2": 14300,
  "edf_count": 0,
  "grt_max_degree": 64,
  "warning_count": 53,
  "pre_cts_ws_ns": 6.98,
  "avgViaCountPerCell": 6.86,
  "skew_ns": 0.00730,
  "place_inst": 2478,
  "finalHoldViolCount": 0,
  "io_buffers": 96,
  "grt_usage": 0.367,
  "cts_resized": 0,
  "ys_cells": 2057,
  "drv_cap": 0,
  "ctsLongestPathBuffers": 2,
  "final_max_slew_viol_count": 0,
  "ff2ff_setup_slack_ns": 11.00,
  "cts.sinks": 92,
  "clk_latency_ns": 0.34,
  "diodes": 0,
  "tightest_slew_ns": 0.941,
  "final_cells": 2494,
  "outcome": "complete, no violations",
  "routabilityCongestion": 1.05,
  "combGateArea_um2": 11200,
  "syn_avg_cell_area_um2": 6.93,
  "power.internal_mw": 1.42,
  "crit_chain": "buf_4 -> inv_1 -> ha_1 -> nor2b_1 -> o22ai_1 -> nor3_1 -> a22oi_1 -> o22ai_1 -> a221oi_1 -> o31ai_1 -> a211o_1 -> o2111ai_1 -> a21oi_1 -> clkdlybuf4s50_1",
  "root_buffer": "clkbuf_16",
  "cp-start-kind": "flop",
  "yosysWarnings": 1,
  "ios": 97,
  "critical_path_arrival_ns": 5.45,
  "place_area_um2": 15500,
  "setup_ws_ns": 6.55,
  "postCtsSetupRepairBufs": 0,
  "swShare": 0.579,
  "seq_power_share": 0.099,
  "ant_nets": 0,
  "hp-class": "flop to flop",
  "r2r_end": "uut.m2[24]$_DFF_P_",
  "drc": 0,
  "p_leak_nw": 6.12,
  "finalCritPeriodShare": 0.563,
  "wl_mm": 65.6,
  "grt_remaining_overflow": 0,
  "cp_top_family": "AND-OR/OR-AND gates",
  "drt-pass1-iter-count": 8,
  "hold_end": "uut.e2[2]$_DFF_P_",
  "crit_path_max_fanout": 21,
  "grt_pass1_vias": 16400,
  "core-area_um2": 34800,
  "ir_drop_v": 0.000172,
  "critPathMostFrequentCell": "o22ai_1",
  "finalSetupViolCount": 0,
  "crit_path_end_kind": "output pin",
  "setup-tns-final_ns": 0,
  "yosys_area_um2": 14300,
  "synth_flop_count": 92,
  "critPathKind": "flop to output pin",
  "syn_to_final_growth_pct": 10.6,
  "worstPathRequired_ns": 12.00,
  "antenna_found_initial": 0,
  "r2r-start": "uut.small_x[2]$_DFF_P_",
  "rsz0062_at_grt": "no",
  "p_per_area_nw_per_um2": 214,
  "min_period_ns": 8.45,
  "synth_seq_share": 0.129,
  "die_area_um2": 36400,
  "async_flop_share": 0,
  "hold_path_depth": 0,
  "max_slew_margin": 0.371,
  "postCtsHoldBufs": 0,
  "cts.reportedPaths.clkPinSlew_ns": 0.06,
  "ys.flop_type": "dfxtp_1",
  "die_y_um": 191,
  "synth_cells": 2057,
  "tritoncts": "done",
  "combPwrFrac": 0.840,
  "drive_gt1_frac": 0.0633,
  "cpPeakStageDelay_ns": 0.66,
  "wl_per_cell_um": 26.3,
  "p_sw_mw": 1.95,
  "grt_pass1_wl_mm": 99.6,
  "ff_latch_area_um2": 1840,
  "rows": 68,
  "cp_num_buf_inv": 3
}
==> state kept, by name, indices dropped and copies added (netlist names) <==
register     cells
uut.e2           8
uut.s2           1
uut.small_x     24
uut.calc         1
uut.m2          25
uut.s1           1
uut.big_x       24
uut.e1           8
==> power by group through the flow <==
| stage | clock [mW] | combinational (mW) | sequential [mW] |
|---|---|---|---|
| final | 0.208 | 2.83 | 0.332 |
| after global routing | 0.225 | 3.00 | 0.339 |
| after CTS | 0.215 | 2.71 | 0.333 |
==> logic make-up (layout without fill, tap and decap cells) <==
family                     after synthesis  in the layout  synth area share
AOI/OAI and AO/OA                      806            806             0.384
and+or+nand+nor                        593            593             0.189
buffers and inverters                  306            288            0.0859
xor gates and xnor gates               101            101            0.0621
adders and majority gates               92             92            0.0823
DFF                                     92             92             0.129
muxes                                   67             67            0.0679
==> how the worst max path moves through the flow <==
stage	from	cells past startpoint	end
finish	uut.e2[2]$_DFF_P_	14	y[20]
global route	uut.e2[2]$_DFF_P_	14	y[20]
CTS	uut.e2[2]$_DFF_P_	14	y[20]
==> cell type report <==
class	count	area share
Clock buffer	11	0.0154
Clock inverter	5	0.00230
Inverter	107	0.0255
Multi-Input combinational cell	1659	0.710
Sequential cell	92	0.117
Tap cell	455	0.0361
Timing Repair Buffer	165	0.0938
==> metrics by stage <==
step | total power [mW] | util | hold slack [ns]
2_1_floorplan | 2.10 | - | 0.310
3_3_place_gp | 3.05 | 0.445 | 0.313
3_5_place_dp | 3.04 | 0.445 | 0.313
4_1_cts | 3.26 | 0.453 | 0.327
5_1_grt | 3.56 | 0.453 | 0.331
6_report | 3.37 | 0.453 | 0.326
==> metal layers <==
layer / vias up / global-route usage / part of all wire
li1: 7689 / - / -
met1: 7860 / 0.472 / 0.37
met2: 1255 / 0.567 / 0.44
met3: 311 / 0.0810 / 0.11
met4: 0 / 0.218 / 0.075
met5: - / 0 / 0
==> synthesized netlist by cell type (all sizes together) (36+ instances only) <==
library cell	instances	area share
nand3	50	0.018
xnor2	78	0.048
clkbuf	158	0.042
inv	101	0.027
buf	41	0.016
o21ai	122	0.043
ha	89	0.078
nor3	50	0.018
nand2	236	0.062
mux2i	42	0.029
nor2	131	0.034
a221oi	36	0.022
dfxtp	92	0.13
a21oi	236	0.083
Power is estimated from default activity; no workload was simulated.

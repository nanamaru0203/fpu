<file path="flow/config.mk">
export PLATFORM = sky130hd
export DESIGN_NAME = fdiv
export DESIGN_NICKNAME = fdiv
export VERILOG_FILES = /design/flow/design.v
export SDC_FILE = /design/flow/constraint.sdc
export NUM_CORES = 4
export LEC_CHECK = 1
export CORE_UTILIZATION = 30
export SYNTH_MEMORY_MAX_BITS = 65536
</file>
<file path="flow/constraint.sdc">
current_design fdiv

set clk_period 11.1
set clk_io_pct 0.2

create_clock -name clk0 -period $clk_period [get_ports {clk}]

set non_clock_inputs [all_inputs -no_clocks]
set_input_delay [expr $clk_period * $clk_io_pct] -clock clk0 $non_clock_inputs
set_output_delay [expr $clk_period * $clk_io_pct] -clock clk0 [all_outputs]
</file>
<file path="flow/design.v">
module fdiv(input logic clk,
            input logic [31:0] x1,
            input logic [31:0] x2,
            output logic [31:0] y);
    logic [7:0] e_diff1;
    assign e_diff1=(x2[30:23]>=253)? 8'd4 : 8'd0;
    logic [31:0] modified_x2;
    assign modified_x2={x2[31],x2[30:23]-e_diff1,x2[22:0]};
    logic [31:0] inv_x2;
    logic [31:0] tmp;
    logic [31:0] x1_4;
    finv uut1(.clk(clk),.x(modified_x2),.y(inv_x2));
    fmul uut2(.x1(x1_4),.x2(inv_x2),.clk(clk),.y(tmp));
    logic [7:0] e_diff2;
    logic [7:0] e_diff3;
    logic [7:0] e_diff4;
    logic [7:0] e_diff5;
    logic [7:0] e_diff6;
    logic [31:0] x1_2;
    logic [31:0] x1_3;
    always@(posedge clk) begin
        e_diff2<=e_diff1;
        x1_2<=x1;
        e_diff3<=e_diff2;
        x1_3<=x1_2;
        e_diff4<=e_diff3;
        x1_4<=x1_3;
        e_diff5<=e_diff4;
        e_diff6<=e_diff5;
        y<=(tmp[30:23]>e_diff6)? {tmp[31],tmp[30:23]-e_diff6,tmp[22:0]} : 32'd0;
    end
endmodule
module ram_finv(input logic clk,
           input logic load,
           input logic [9:0] addr,
           input logic [23:0] in_a,
           input logic [23:0] in_b,
           output logic [23:0] a,
           output logic [23:0] b);
    logic [23:0] mem_a [1023:0];
    logic [23:0] mem_b [1023:0];
    always@(posedge clk) begin
        if(load) begin
            mem_a[addr]<=in_a;
            mem_b[addr]<=in_b;
        end
        a<=mem_a[addr];
        b<=mem_b[addr];
    end
    longint i;
    longint x0;
    longint x1;
    initial begin
        for(i=0;i<1024;i=i+1) begin
            x0=(((64'd1<<46)/((64'd1024+i)*64'd4096))+((64'd1<<46)/((64'd1025+i)*64'd4096)))/64'd2;
            x1=x0*x0;
            mem_a[i]=(x1>>24);
            mem_b[i]=x0;
        end
    end
endmodule
module finv(input logic clk,
            input logic [31:0] x,
            output logic [31:0] y);
    logic [9:0] addr;
    logic [7:0] e1;
    logic [7:0] e2;
    logic [7:0] e3;
    logic s1;
    logic s2;
    logic s3;
    assign e1=x[30:23];
    assign s1=x[31];
    assign  addr=x[22:13];
    logic [23:0] a;
    logic [23:0] b;
    logic [48:0] b2;
    ram_finv ram_finv(.clk(clk),.load(1'b0),.addr(addr),.in_a(24'd0),.in_b(24'd0),.a(a),.b(b));
    logic [24:0] m1;
    logic [48:0] m2;
    logic [48:0] m3;
    logic [48:0] m4;
    assign m4=m2>>23;
    assign m3=b2-m4;
    logic [31:0] tmp;
    assign tmp={s3,e3,m3[22:0]};
    always@(posedge clk) begin
        e2<=e1;
        s2<=s1;
        m1<={2'b01,x[22:0]};
        e3<=(e2>253)? 8'd0 : 253-e2;
        s3<=s2;
        m2<=m1*a;
        b2<=(b<<1);
        y<=tmp;
    end
endmodule
module fmul(input logic clk,
            input logic [31:0] x1,
           input logic [31:0] x2,
            output logic [31:0] y
    );
   logic s1;
   logic [7:0] e1;
   logic [22:0] m1;
   logic s2;
   logic [7:0] e2;
   logic [22:0] m2;
   assign {s1,e1,m1}=x1;
   assign {s2,e2,m2}=x2;
   logic [8:0] e1a;
   logic [8:0] e2a;
   logic zero1;
   logic zero2;
   assign e1a={1'b0,e1};
   assign e2a={1'b0,e2};
   logic s3;
   logic s3_2;
   logic [8:0] e3a;
   logic [8:0] e3a_2;
   logic [12:0] m1h;
   logic [10:0] m1l;
   logic [12:0] m2h;
   logic [10:0] m2l;
   assign m1h={1'b1,m1[22:11]};
   assign m1l=m1[10:0];
   assign m2h={1'b1,m2[22:11]};
   assign m2l=m2[10:0];
   logic [25:0] hh;
   logic [23:0] hl;
   logic [23:0] lh;
   logic [25:0] sum;
   logic [8:0] e3b;
   logic [7:0] e3;
   assign e3=(~e3a_2[8])? 8'd0 : ((sum[25])? e3b[7:0] : e3a_2[7:0]);
   logic [22:0] m3;
   assign m3=(sum[25])? sum[24:2] : sum[23:1];
   assign y=(zero2==1'b1)? 32'd0 : ((e3==8'd0)? {s3_2,8'd1,23'd0} : {s3_2,e3,m3});
   always@(posedge clk) begin
      hh<=m1h*m2h;
      hl<=m1h*m2l;
      lh<=m1l*m2h;
      e3a<=e1a+e2a+9'd129;
      s3<=s1^s2;
      zero1<=(e1==8'd0 | e2==8'd0)? 1'b1 : 1'b0;
      sum<=hh+(hl>>11)+(lh>>11)+26'd2;
      e3b<=e3a+9'b1;
      e3a_2<=e3a;
      s3_2<=s3;
      zero2<=zero1;
    end
endmodule
</file>
<file path="flow/run.sh">
#!/bin/bash
# OpenROAD 26Q1-2900-gdf79404cd8, Yosys 0.63+post, stock flow scripts
make -C /OpenROAD-flow-scripts/flow DESIGN_CONFIG=/design/flow/config.mk WORK_HOME=/design/flow/orfs finish
</file>
==> flow_summary_export.csv <==
group,metric,value,unit
logic_synthesis,async_flop_share,0,%
global_routing,grt_use_total,74.4,%
floorplan,initCoreUtil,30.3,%
logic_synthesis,post-synth-top-area-cell,"sky130_fd_sc_hd__fa_1",
global_routing,overflow,12,
floorplan,ioPinCount,97,
logic_synthesis,syn_area_per_cell,7.41,sq um
cts,post_cts.resized_instances,0,
status,stop_stage,"5_1_grt",
floorplan,die_w,490,um
logic_synthesis,synth.yosys.warnings,4,
logic_synthesis,netlist_area_before_placement,71500,sq um
cts,cts_hold_buffers,0,
cts,cts_sinks,404,
logic_synthesis,edf_count,0,
cts,maximum_buffer_depth_of_the_clock_tree,3,
cts,cts.repair_timing.setup_buffer_count,0,
placement,dpl_wire_length,570000,um
cts,numCtsBuffers,51,
status,outcome,"stopped before the end",
placement,buffer_ports.inserted,96,
placement,gp_congestion,1.42,
logic_synthesis,synth_flop_count,404,
logic_synthesis,area_leaders,"sky130_fd_sc_hd__fa_1, sky130_fd_sc_hd__dfxtp_1, sky130_fd_sc_hd__ha_1",
global_routing,via_count_of_the_first_global_routing_pass,101000,
floorplan,rows,178,
cts,clk_root_buffer_cell,"sky130_fd_sc_hd__clkbuf_16",
placement,dp.cells,13000,
logic_synthesis,yosysCellCount,9646,
logic_synthesis,synth_sequential_area_ratio,11.3,%
global_routing,grt_start_max_net_pins,135,
cts,h-tree-depth,2,
status,error,"[ERROR GRT-0116] Global routing finished with congestion. Check the congestion regions in the DRC Viewer.",
global_routing,grt_first_pass_wirelength,1120000,um
floorplan,die_height,490,um
logic_synthesis,yosys.area.top_type_share,22.7,%
logic_synthesis,syn_inst_count,9646,
logic_synthesis,netlist-cell-type-count,102,
logic_synthesis,synth.yosys.chip_area,71500,sq um
logic_synthesis,synthFlopType,"sky130_fd_sc_hd__dfxtp_1",
-- Yosys cell counts, drive strengths merged, types with 41 or more instances --
master,count
a21oi,824
dfxtp,404
inv,922
xnor2,98
o22ai,62
nor3,282
nor2b,47
o21ai,809
fa,810
nand4,44
ha,430
o211ai,116
a2111oi,48
clkbuf,549
a221oi,56
nand2,1240
o31ai,45
o221ai,51
nor4,46
a31oi,171
nand3,211
o311ai,130
and2,454
nor2,687
nand2b,41
a311oi,140
o2111ai,41
a211oi,104
buf,305
-- metal layers --
metal | overflow | track usage (%)
met5 | 0 | 50.6
met4 | 6 | 65.3
met3 | 0 | 66.4
met2 | 6 | 84.3
met1 | 0 | 76.7
-- metrics by stage --
stage,instance area (sq um),setup slack (ns)
after floorplan,71500,4.18
after global placement,80600,1.89
after detailed placement,80700,2.85
after CTS,82600,2.74
-- cell families after synthesis --
| kind of cell | share of synthesized area, % |
|---|---|
| xor+xnor | 1.69 |
| buf+inv | 9.82 |
| compound gates | 25.6 |
| simple gates | 20.1 |
| flops | 11.3 |
| fa+ha+maj | 30.2 |
| mux | 1.30 |

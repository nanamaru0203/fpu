--- flow/run.sh ---
#!/bin/bash
# OpenROAD 26Q1-2900-gdf79404cd8, Yosys 0.63+post, stock flow scripts
make -C /OpenROAD-flow-scripts/flow DESIGN_CONFIG=/design/flow/config.mk WORK_HOME=/design/flow/orfs finish
--- flow/config.mk ---
export PLATFORM = sky130hd
export DESIGN_NAME = ftoi
export DESIGN_NICKNAME = ftoi
export VERILOG_FILES = /design/flow/design.v
export SDC_FILE = /design/flow/constraint.sdc
export NUM_CORES = 4
export LEC_CHECK = 1
export CORE_UTILIZATION = 50
--- flow/constraint.sdc ---
current_design ftoi

set clk_period 7.4
set clk_io_pct 0.2

create_clock -name clk0 -period $clk_period [get_ports {clk}]

set non_clock_inputs [all_inputs -no_clocks]
set_input_delay [expr $clk_period * $clk_io_pct] -clock clk0 $non_clock_inputs
set_output_delay [expr $clk_period * $clk_io_pct] -clock clk0 [all_outputs]
--- flow/design.v ---
module ftoi(input logic clk,
            input logic [31:0] x,
            output logic [31:0] y);
    logic s1;
    logic s2;
    assign s1=x[31];
    logic [7:0] e1;
    assign e1=x[30:23];
    logic [31:0] m1;
    logic [31:0] y1;
    assign m1={9'd1,x[22:0]};
    always@(posedge clk) begin
        s2<=s1;
        if(e1>=8'd150 & e1<=8'd158) begin
            y1<=(m1<<(e1-8'd150));
        end else if(e1==8'd149) begin
            y1<=(m1[0])? ((m1>>1)+32'd1) : (m1>>1);
        end else if(e1==8'd148) begin
            y1<=(m1[1])? ((m1>>2)+32'd1) : (m1>>2);
        end else if(e1==8'd147) begin
            y1<=(m1[2])? ((m1>>3)+32'd1) : (m1>>3);
        end else if(e1==8'd146) begin
            y1<=(m1[3])? ((m1>>4)+32'd1) : (m1>>4);
        end else if(e1==8'd145) begin
            y1<=(m1[4])? ((m1>>5)+32'd1) : (m1>>5);
        end else if(e1==8'd144) begin
            y1<=(m1[5])? ((m1>>6)+32'd1) : (m1>>6);
        end else if(e1==8'd143) begin
            y1<=(m1[6])? ((m1>>7)+32'd1) : (m1>>7);
        end else if(e1==8'd142) begin
            y1<=(m1[7])? ((m1>>8)+32'd1) : (m1>>8);
        end else if(e1==8'd141) begin
            y1<=(m1[8])? ((m1>>9)+32'd1) : (m1>>9);
        end else if(e1==8'd140) begin
            y1<=(m1[9])? ((m1>>10)+32'd1) : (m1>>10);
        end else if(e1==8'd139) begin
            y1<=(m1[10])? ((m1>>11)+32'd1) : (m1>>11);
        end else if(e1==8'd138) begin
            y1<=(m1[11])? ((m1>>12)+32'd1) : (m1>>12);
        end else if(e1==8'd137) begin
            y1<=(m1[12])? ((m1>>13)+32'd1) : (m1>>13);
        end else if(e1==8'd136) begin
            y1<=(m1[13])? ((m1>>14)+32'd1) : (m1>>14);
        end else if(e1==8'd135) begin
            y1<=(m1[14])? ((m1>>15)+32'd1) : (m1>>15);
        end else if(e1==8'd134) begin
            y1<=(m1[15])? ((m1>>16)+32'd1) : (m1>>16);
        end else if(e1==8'd133) begin
            y1<=(m1[16])? ((m1>>17)+32'd1) : (m1>>17);
        end else if(e1==8'd132) begin
            y1<=(m1[17])? ((m1>>18)+32'd1) : (m1>>18);
        end else if(e1==8'd131) begin
            y1<=(m1[18])? ((m1>>19)+32'd1) : (m1>>19);
        end else if(e1==8'd130) begin
            y1<=(m1[19])? ((m1>>20)+32'd1) : (m1>>20);
        end else if(e1==8'd129) begin
            y1<=(m1[20])? ((m1>>21)+32'd1) : (m1>>21);
        end else if(e1==8'd128) begin
            y1<=(m1[21])? ((m1>>22)+32'd1) : (m1>>22);
        end else if(e1==8'd127) begin
            y1<=(m1[22])? ((m1>>23)+32'd1) : (m1>>23);
        end else if(e1==8'd126) begin
            y1<=32'd1;
        end else begin
            y1<=32'd0;
        end
        y<=(s2)? (~y1+32'd1) : y1;
    end
endmodule
==> ci_impl_report.md <==
## Synthesis and layout report

| Metric | Value |
|---|---|
| Worst VDD drop | around 0.00012 V |
| Worst slack at placement | 1790 ps |
| Yosys aoi share | 0.237 |
| Top cells by area | dfxtp_1, xnor2_1, xor2_1 |
| HP Start | y1[0] |
| RD Place Congestion | 1.11 |
| Die height | about 140 um |
| Lkg Pwr | 0.00383 uW |
| Cell row count | 51 |
| DR vias/cell | 7.14 |
| Yosys xor share | 0.202 |
| Fmax | between 150 and 200 MHz |
| Origin of the critical flop-to-flop path | y1[8] |
| Drt total wl | around 48 mm |
| Main flop type | dfxtp_1 |
| Hold Violations, Final | 0 |
| Largest net degree at the start of global routing | 64 |
| Port Buffer Count | 64 |
| Area post-placement | 0.0110 mm2 |
| Core box area | just under 0.02 mm2 |
| Initial DRC Count | between 1,500 and 2,000 |
| Worst EP arrival | 5720 ps |
| Starting Density | 0.518 |
| Post-CTS Repair Setup Buffers | 0 |
| Global-route wire length before repair | 71.3 mm |
| Ant diodes | 0 |
| Sw Ratio | 0.341 |
| Number of global-route vias before repair | 11,286 |
| Tightest Pin Transition | 1150 ps |
| Max Fanout on Critical Path | 20 |
| Top logic family | simple AND/OR/NAND/NOR gates |
| Syn. warnings | 1 |
| Min Tclk post-route | 5450 ps |
| OpenROAD warning count | 25 |
| CTS H-tree lvls | 3 |
| Share of layout cells above drive strength 1 | 0.0838 |
| Register share of total power | 0.281 |
| Initial antenna violation count | 4 |
| Clock Power Share | 0.320 |
| Max_slew headroom | 0.229 |
| Min setup slack post-route | 1950 ps |
| Clock Path Buffers | 2 |
| Setup TNS | 0 ps |
| Final Cell Area | 0.0113 mm2 |
| TritonCTS buffer count | 9 |
| Routed length per instance | 27.8 um |
| Worst reg-to-reg path cell count | 7 |
| Net load switching power | approximately 480 uW |
| Tot GR Track Use | 0.454 |
| Critical path's largest stage delay | 930 ps |
| Synth unique cells | 77 |
| DRC Markers | 0 |
| # setup viols final | 0 |
| Slowest CP cell | clkdlybuf4s50_1 |
| Hold path cells | 0 |
| WS Path Type | in -> reg |
| Die Size | 0.0210 mm2 |
| Mux share | 0.0702 |
| GRT overflow | 0 |
| RSZ-0062 raised after global routing | no |
| Skew final | just over 8 ps |
| Top-area cell type share of the netlist area | 0.127 |
| Io pins | 65 |
| Clk slew on worst S/H paths | 60 ps |
| Clock sink count | between 60 and 70 |
| Overall power | 1420 uW |
| Power share of the combinational group | 0.399 |
| Area grow syn2layout | 11.0% |
| Via count | 12,285 |
| Max-slew violations | 0 |
| Tcrit/Tclk final | 0.737 |
| DPL Wire Length | 33.4 mm |
| Hold crit path type | reg -> reg |
| Status | complete, no violations |
| ANT nets after route | 0 |
| Min Hold Slack | 387 ps |
| CTS root buffer | clkbuf_16 |
| CTS tree | done |
| Chip Area, Yosys | a little over 0.01 mm2 |
| Worst Hold Endpoint | y[0] |
| Syn_area_per_cell | 6.96 um2 |
| Synthesized instance count | between 1,000 and 1,500 |
| Crit end category | flip-flop |
| Post-synthesis adder-cell area fraction | 0.0294 |
| R2r setup slk | 4880 ps |
| Ys async rst share | 0 |
| DR pass1 iterations | 6 |
| Power Internal | ~940 uW |
| Max-Cap Viols | 0 |
| Die width | 145 um |
| FF-to-FF End | y[31] |
| Post-CTS sizing | 0 |
| Critical Path RT | around 7700 ps |
| Worst path cell trace | clkdlybuf4s50_1 -> ha_1 -> or3b_2 -> a21oi_1 -> nand2_1 -> or3_1 -> a2111oi_2 -> a211o_1 |
| Startpoint Class | primary input |
| Synth Seq Share | 0.127 |
| Synthesized area | 0.0102 mm2 |
| Yosys reg bits | 65 |
| PwrDens | 125 mW/mm2 |
| Late-Pin Clk Latency | 330 ps |
| Number of standard cells reported by yosys | 1,467 |
| Basic Gates by Area | 0.268 |
| Post-synth EDFFs | 0 |
| Post-synth top area cell | dfxtp_1 |
| Hold Buf Count CTS | 0 |
==> metal layers <==
layer	track usage	up-vias	routed length, um
met2	0.648	1106	19200
met1	0.592	5523	17200
met3	0.156	324	7290
li1	-	5326	-
met4	0.270	6	3980
met5	0	-	36
==> cell usage after synthesis, types with 15 or more instances <==
library cell and instances:
o22ai_1 37, nor3_1 50, clkbuf_1 91, dfxtp_1 65
ha_1 24, o21ai_0 87, xor2_1 88, nand3_1 90
a211oi_1 19, nand4_1 40, a221oi_1 16, o31ai_1 15
xnor2_1 147, a21oi_1 72, nor2_1 137, or3_1 16
nor4_1 15, nand2_1 138, buf_2 35, buf_1 22
mux2i_1 39
==> per-stage QoR <==
step	utilization	cells
floorplan	-	1467
global placement	0.558	1704
detailed placement	0.558	1704
CTS	0.575	1720
global route	0.575	1720
finish	0.575	1720
==> worst max-delay path, delay by kind of cell <==
kind | cells | cell delay, ps
AND/OR/NAND/NOR | 3 | 1780
AND-OR/OR-AND | 3 | 1040
buffers and inverters | 1 | 930
adder cells (fa/ha/maj) | 1 | 470
==> final cells by class <==
type                            count  area, um2
Fill cell                        1842       8380
Tap cell                          265        332
Timing Repair Buffer              122       1070
Sequential cell                    65       1300
Inverter                           15       56.3
Multi-Input combinational cell   1237       8250
Clock buffer                       11        253
Clock inverter                      5       77.6
==> worst max-delay path by stage <==
stage          from  endpoint  slack [ps]  cells after the start
CTS           x[25]     y1[6]        2120                      8
finish        x[25]     y1[6]        1950                      8
global route  x[25]     y1[6]        1840                      8
==> state kept, by name, summed over array words and instances (netlist names) <==
name,count
s2,1
y,32
y1,32
==> placed cells by master (no fill, tap or decap), drive strengths merged, types with 18 or more instances in the layout <==
master / synthesis / routed
a21oi: 72 / 72
dfxtp: 65 / 65
mux2i: 39 / 39
ha: 24 / 24
nor3: 52 / 52
xor2: 88 / 88
o22ai: 37 / 37
nor2: 137 / 137
nand3: 91 / 91
xnor2: 147 / 147
clkdlybuf4s50: 0 / 63
a211oi: 19 / 19
nand2: 138 / 138
nand4: 40 / 40
buf: 59 / 59
o21ai: 90 / 90
or3: 18 / 18
==> kinds of logic after synthesis <==
family	count (synthesis)
AND-OR/OR-AND	362
XOR/XNOR	235
adder cells (fa/ha/maj)	24
buffers and inverters	165
flip-flops	65
multiplexers	60
AND/OR/NAND/NOR	556
==> power groups by stage <==
stage | sequential, uW | combinational (uW) | clock, uW
CTS | 399 | 547 | 460
global route | 402 | 599 | 478
finish | 399 | 566 | 454
Power figures rest on the tool's default switching activity, not on a simulated workload.
